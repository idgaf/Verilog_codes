$ cat flow/design.v
module DecimalCounter(clk,rst,mod,r);
	input wire clk,rst,mod;
	output reg [15:0]r;
	reg [19:0]D;
	initial
	begin
		D<=20'b0000_0000_0000_0000_0000;
	end
	always@(posedge clk or negedge rst)
	begin
		if(rst==0) begin D<=20'b0000_0000_0000_0000_0000;  end
		else
		begin
			D[3:0]=D[3:0]+1;
			if(D[3:0]==4'b1010) begin D[3:0]=4'b0000; D[7:4]=D[7:4]+1; end 
			if(D[7:4]==4'b1010) begin D[7:4]=4'b0000; D[11:8]=D[11:8]+1; end 
			if(D[11:8]==4'b1010) begin D[11:8]=4'b0000; D[15:12]=D[15:12]+1; end 
			if(D[15:12]==4'b1010) begin D[15:12]=4'b0000; D[19:16]=D[19:16]+1; end 
			if(D[19:16]==4'b1010) begin D[19:16]=4'b0000; end
		end
	end
	always@(posedge clk)
	begin
		if(mod==1)  r<=D[19:4];
		else		r<=D[15:0];
	end
endmodule
$ cat flow/run.sh
#!/bin/bash
# OpenROAD 26Q1-2900-gdf79404cd8, Yosys 0.63+post, stock flow scripts
make -C /OpenROAD-flow-scripts/flow DESIGN_CONFIG=/design/flow/config.mk WORK_HOME=/design/flow/orfs finish
$ cat flow/config.mk
export PLATFORM = sky130hd
export DESIGN_NAME = DecimalCounter
export DESIGN_NICKNAME = DecimalCounter
export VERILOG_FILES = /design/flow/design.v
export SDC_FILE = /design/flow/constraint.sdc
export NUM_CORES = 4
export LEC_CHECK = 1
export CORE_UTILIZATION = 30
$ cat flow/constraint.sdc
current_design DecimalCounter

set clk_period 4.3
set clk_io_pct 0.2

create_clock -name clk0 -period $clk_period [get_ports {clk}]

set non_clock_inputs [all_inputs -no_clocks]
set_input_delay [expr $clk_period * $clk_io_pct] -clock clk0 $non_clock_inputs
set_output_delay [expr $clk_period * $clk_io_pct] -clock clk0 [all_outputs]
==> impl_metrics.py <==
# Physical implementation metrics
metrics = {
    "job": {
        "drv_cap": 0,
        "warnings": 26,
    },
    "yosys": {
        "enable_flop_cells": 0,
        "yosys.area_share.adder_pct": 4.121,
        "main_area_contributors": "dfrtp_1, dfxtp_1, mux2_2, ha_1, xnor2_1",
        "yosys.area.top_type": "dfrtp_1",
        "ff_type": "dfrtp_1",
        "netlist_area_sq_mm": 0.001822,
        "yosys-dominant-comb-family": "simple AND/OR/NAND/NOR gates",
        "mux_share_pct": 10.30,
        "area_share_of_xor_xnor_cells_in_the_synthesized_design_pct": 6.731,
        "synthAoiAreaFrac_pct": 13.05,
        "numSynthFlops": 36,
        "synth_cells": 170,
        "synth.yosys.warnings": 1,
        "synth_sequential_area_ratio_pct": 45.05,
        "synth.yosys.chip_area_sq_mm": 0.001822,
        "synth.distinct_cells": 46,
        "simple_gate_area_share_pct": 17.45,
        "synthesis.area_per_instance_sq_um": 10.72,
        "total_cells_reported_by_yosys_after_synthesis": 170,
        "portion_of_synthesized_cell_area_occupied_by_the_leading_cell_type_pct": 27.47,
        "synth_async_sr_flop_share_pct": 55.56,
    },
    "final_layout": {
        "non_filler_instance_count_after_layout": 262,
        "drive_gt1_share_pct": 18.18,
        "layout.filler_cells": 576,
        "combGateArea_sq_um": 940.9,
        "area.growth.synth_to_final_pct": 18.06,
        "seqCellArea_sq_um": 820.8,
    },
    "run_status": {
        "run_status": "finished clean",
    },
    "global_route": {
        "groute.usage.overall_pct": 11.19,
        "largest_net_degree_at_the_start_of_global_routing": 21,
        "initial_antenna_violation_count": 0,
        "grt_pass1_vias": 1197,
        "grt_overflow": 0,
        "grt_pass1_wl_mm": 5.540,
    },
    "clock_tree": {
        "clock_path_buffers": 2,
        "worst_setup_hold_path_clk_slew_ns": 0.08,
        "tritoncts": "built",
        "cts_max_level": 2,
        "cts_resized": 0,
        "ctsRootBufferMaster": "clkbuf_8",
        "cts-hold-fix-buffers": 0,
        "clk_lat_worst_skew_ns": 0.29,
        "tritoncts_num_sinks": 36,
        "cts_post_setup_buffers_inserted": 0,
        "tritoncts.num_buffers": 5,
    },
    "pwr": {
        "vdd.ir_drop.worst_mv": 0.1369,
        "p_leak_nw": 0.8664,
        "fin_total_pwr_w": 0.0005951,
        "pwr_density_cell_mw_per_mm2": 276.7,
    },
    "critical_path": {
        "timing.setup.critical_path_class": "reg2reg",
        "worst_ep_arrival_time_ns": 3.08,
        "r2r_setup_slack_ns": 1.39,
        "critical_path.slowest_cell": "a211oi_2",
        "endpoint_class_of_the_critical_path": "register",
        "rr_startpoint": "D[0]",
        "path_cells": "ha_1, and4bb_4, o21ai_2, xor2_1, nand2_1, a211oi_2, or3_1, nand4_4, nor4b_2, nor3_1",
        "critical_path.reg2reg.endpoint": "D[19]",
        "setup.worst_path.start_class": "register",
        "worstRegToRegCells": 10,
        "timing.critical_path.required_ns": 4.47,
        "max_stage_delay_ns": 0.50,
        "worstPathMaxFanout": 10,
    },
    "route": {
        "dr.pass1.iters": 4,
        "drt_wirelength_mm": 3.239,
        "initial_drc_count": 81,
        "vias_post_dr": 1260,
        "route.detailed.vias_per_inst": 4.809,
        "wl_per_cell_microns": 12.36,
        "route.detailed.drc": 0,
        "route.antenna.remaining_nets": 0,
        "num_antenna_cells": 0,
    },
    "sta": {
        "post-route-min-period_ns": 2.911,
        "timing.fmax_mhz": 343.5,
        "tns_ns": 0,
        "hold_viol_final": 0,
        "finClkSkew_ns": 0.007656,
        "timing.final.max_slew_violations": 0,
        "fin_crit_sh_pct": 67.71,
        "relative_slew_slack_pct": 46.09,
        "max_slew.worst_pin.slew_ns": 0.8062,
        "unrepaired_setup_endpoints_after_global_routing": "false",
        "final_setup_vio_count": 0,
    },
    "floorplanning": {
        "io-pin-count": 19,
        "initial_utilization_pct": 30.95,
        "die.size.x_microns": 79.93,
        "fp.dieArea_sq_mm": 0.006388,
        "die-height_microns": 79.93,
        "floorplan.rows": 28,
        "floorplan.core_area_sq_mm": 0.005886,
    },
    "worst_hold_path": {
        "min_delay_path_depth": 1,
        "worst_hold_path.endpoint": "D[2]",
        "worstHoldPathType": "reg2reg",
        "beginning_of_the_worst_hold_path": "D[2]",
    },
    "placement": {
        "place_inst": 254,
        "placement.io_buffers": 18,
        "globalplace.congestion": 0.8530,
        "detailedPlacementHpwl_mm": 2.116,
    },
}
-- metrics by stage --
stage | utilization (%) | worst slack, ns | cell area [sq um] | hold WS (ns)
finish | 36.54 | 1.389 | 2151 | 0.5423
floorplan | - | 1.561 | 1822 | 0.4909
global route | 36.54 | 1.109 | 2151 | 0.5649
global placement | 34.97 | 1.445 | 2058 | 0.5297
CTS | 36.54 | 1.379 | 2151 | 0.5427
detailed placement | 34.97 | 1.388 | 2058 | 0.5310
-- final cells by class --
cell class / count / share of cell area (%)
clock buffers: 5 / 3.200
clock inverters: 3 / 1.105
inverters: 4 / 0.6981
multi-input cells: 120 / 43.75
flip-flops and latches: 36 / 38.16
well taps: 75 / 4.363
repair buffers: 19 / 8.726
-- worst max-delay path by stage --
stage                 from    end  slack, ns
final                 D[0]  D[19]       1.39
after global routing  D[0]  D[19]       1.11
after CTS             D[0]  D[19]       1.38
-- routing by layer --
layer / vias up / global-route usage (%) / share of wire (%)
li1: 645 / - / -
met1: 586 / 17.66 / 53
met2: 22 / 16.67 / 42
met3: 7 / 2.088 / 3.5
met4: 0 / 1.429 / 1.5
met5: - / 0 / 0
-- cells by family after synthesis --
| family | Yosys count |
|---|---|
| xor+xnor | 14 |
| mux | 17 |
| simple gates | 52 |
| flops | 36 |
| compound gates | 31 |
| fa+ha+maj | 6 |
| buf+inv | 14 |
-- registers in the layout, summed over array words and instances, names as in the netlist --
| signal | count |
|---|---|
| r | 16 |
| D | 20 |
-- worst max-delay path: cells and delay by family, from the launching register on --
kind                     cells  cell delay (ns)
adder cells (fa/ha/maj)      1             0.26
AND-OR/OR-AND                2             0.57
AND/OR/NAND/NOR              6             1.28
XOR/XNOR                     1             0.24
flip-flops                   1             0.45
-- synth_stat cells, types with 2 or more instances --
cell	instances
mux2i_1	3
clkbuf_1	9
dfxtp_1	16
nand3b_1	4
nor2_1	11
xnor2_1	7
nor3_1	2
inv_1	4
mux2_2	14
xor2_1	7
a21boi_0	2
nand3_1	6
nand2_1	10
o21ai_0	9
ha_1	6
or3_1	2
o21ai_1	4
dfrtp_1	20
a31oi_1	3
nand4_1	3
nand2b_1	2
a21oi_1	2
-- cell usage in the layout, fill, tap and decap left out, types with 2 or more instances in the layout --
master           netlist  final
xor2_1                 7      7
nor3_1                 2      2
o21ai_0                9      9
a31oi_1                3      3
o21ai_1                4      4
dfrtp_1               20     20
mux2i_1                3      3
or3_1                  2      2
a21oi_1                2      2
nand3b_1               4      4
inv_1                  4      4
clkbuf_8               0      5
nand2_1               10     10
xnor2_1                7      7
clkinvlp_4             0      2
dfxtp_1               16     16
nor2_1                11     11
ha_1                   6      6
clkdlybuf4s50_1        0     18
nand3_1                6      6
nand2b_1               2      2
mux2_2                14     14
a21boi_0               2      2
nand4_1                3      3
-- where the power goes --
part / switching (W) / internal [W] / total [W]
Clock: 0.000128 / 0.000115 / 0.000242
Sequential: 0.000000323 / 0.000337 / 0.000338
Combinational: 0.00000743 / 0.00000749 / 0.0000149
Power and IR drop assume default switching activity.
