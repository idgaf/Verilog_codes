### /design/flow/run.sh
#!/bin/bash
# OpenROAD 26Q1-2900-gdf79404cd8, Yosys 0.63+post, stock flow scripts
make -C /OpenROAD-flow-scripts/flow DESIGN_CONFIG=/design/flow/config.mk WORK_HOME=/design/flow/orfs finish
### /design/flow/config.mk
export PLATFORM = sky130hd
export DESIGN_NAME = FrameTrans
export DESIGN_NICKNAME = FrameTrans
export VERILOG_FILES = /design/flow/design.v
export SDC_FILE = /design/flow/constraint.sdc
export NUM_CORES = 4
export LEC_CHECK = 1
export CORE_UTILIZATION = 30
### /design/flow/constraint.sdc
current_design FrameTrans

set clk_period 5.6
set clk_io_pct 0.2

create_clock -name clk0 -period $clk_period [get_ports {Clock100M}]

set non_clock_inputs [all_inputs -no_clocks]
set_input_delay [expr $clk_period * $clk_io_pct] -clock clk0 $non_clock_inputs
set_output_delay [expr $clk_period * $clk_io_pct] -clock clk0 [all_outputs]
### /design/flow/design.v
module FrameTrans(Reset,Clock100M,Mode,Clock,DataIn);
	input 		Reset;
	input 		Clock100M;
	input [1:0] Mode;
	output 		Clock;
	output reg	DataIn;
	reg [31:0] Counter;
	reg        Clk_10ms;
	reg [7:0]  StateCnt256;
	reg [1:0]  FrameCnt4;
	reg 	   FrameStart;
	reg        ScrambEn;
	wire	   ScrambOut;
	parameter  DELAY_NUM = 5;
	parameter  FRAMEHEAD = 8'b1001_1011;
	parameter  FRAMEHEAD_WRONG = 8'b1000_1001;	
	assign Clock = Clk_10ms;
	always@(negedge Reset or posedge Clock100M)
	begin
		if(Reset == 1'b0)
		begin
			Counter <= 0;
			Clk_10ms <= 0;
		end
		else
		begin
			Counter <= Counter + 1;
			if(Counter == DELAY_NUM)
			begin
				Counter <= 0;
				Clk_10ms <= ~Clk_10ms;
			end
		end
	end
	always@(negedge Reset or posedge Clk_10ms)
	begin
		if(Reset == 1'b0)
		begin
			StateCnt256 <= 0;
			DataIn <= 0;
			FrameStart <= 0;
			ScrambEn <= 0;
			FrameCnt4 <= 0;
		end
		else if(Mode > 0)
		begin
			FrameStart <= 0;
			StateCnt256 <= StateCnt256 + 1;
			if(StateCnt256)
				FrameCnt4 <= FrameCnt4 + 1;
			if(StateCnt256 < 8)
			begin
				ScrambEn <= 0;
				if(Mode == 3 && FrameCnt4 == 2)
					DataIn <= FRAMEHEAD_WRONG>>(7 - StateCnt256);
				else
					DataIn <= FRAMEHEAD>>(7 - StateCnt256);	
				if(StateCnt256 == 5)
					FrameStart<=1;
				else if	(StateCnt256 > 5)
					ScrambEn <= 1;
			end
			else
			begin
				DataIn <= ScrambOut;
				if(StateCnt256 == 255 && Mode == 1)
				begin
					StateCnt256 <= 255;
					ScrambEn <= 0;
					DataIn <= 0;
				end	
			end	
		end
		else
		begin
			StateCnt256 <= 0;
			DataIn <= 0;
			FrameStart <= 0;
			ScrambEn <= 0;
			FrameCnt4 <= 0;
		end
	end
	scrambler U1(.clk(Clk_10ms), 
			  .rst(Reset),
			  .frame_start(FrameStart),
			  .scramb_en(ScrambEn),
			  .din(0),
			  .dout(ScrambOut),
			  .scramb_out_en());
endmodule 
module scrambler(clk, rst, frame_start,scramb_en, din, dout, scramb_out_en);
    input clk;
    input rst;
    input scramb_en;
    input din;
    input frame_start;
    output dout;
    output scramb_out_en;
    wire dout;
    reg scramb_out_en;
    reg [14:0] regarr;
    wire temp;
    parameter SEED = 15'h2566;
    assign dout = din^regarr[14]^regarr[13];
	assign temp = regarr[14]^regarr[13];
    always@(posedge clk, negedge rst)
	begin
		if(!rst)
        begin
			  regarr <= SEED;
           scramb_out_en <= 0;
        end
    else if(frame_start)
      begin
        regarr <= SEED;
        scramb_out_en <= 0;
      end
        else 
        begin
            scramb_out_en <= scramb_en;
            if (scramb_en)
            begin
                regarr <= {regarr[13:0],temp};
            end
        end
    end
endmodule
==> impl_results.html <==
<p>Metrics extracted from the flow reports.</p>
<table>
<tr><th>Metric</th><th>Value</th></tr>
<tr><th colspan="2">Power and ir drop</th></tr>
<tr><td>Clock share of power</td><td>0.407</td></tr>
<tr><td>Fraction of power spent switching nets</td><td>0.231</td></tr>
<tr><td>P_leak</td><td>0.00145 µW</td></tr>
<tr><td>Cell area power density</td><td>132 nW/µm²</td></tr>
<tr><td>Sequential share of power</td><td>0.562</td></tr>
<tr><td>Power Total</td><td>425 µW</td></tr>
<tr><td>Sw Pwr</td><td>97.9 µW</td></tr>
<tr><td>Worst IR drop on VDD</td><td>0.000140 V</td></tr>
<tr><td>Part of the power in combinational logic</td><td>0.031</td></tr>
<tr><td>Internal portion of total power</td><td>327 µW</td></tr>
<tr><th colspan="2">Place</th></tr>
<tr><td>Post-detailed-placement half-perimeter wirelength</td><td>3230 µm</td></tr>
<tr><td>Cell count after placement</td><td>396</td></tr>
<tr><td>Final Wtd Congestion</td><td>0.771</td></tr>
<tr><td>Number of I/O port buffers</td><td>5</td></tr>
<tr><th colspan="2">CTS</th></tr>
<tr><td>Post-CTS Setup Bufs</td><td>0</td></tr>
<tr><td>Post-cts repair resize count</td><td>0</td></tr>
<tr><td>Number of buffers inserted during clock tree synthesis</td><td>5</td></tr>
<tr><td>Number of buffers inserted for hold repair after clock tree synthesis</td><td>0</td></tr>
<tr><td>Reg clk slew, reported paths</td><td>0.07 ns</td></tr>
<tr><td>Worst-Skew Late Latency</td><td>0.28 ns</td></tr>
<tr><td>Largest buffer count on any clock path</td><td>2</td></tr>
<tr><td>TritonCTS clock tree</td><td>built</td></tr>
<tr><td>Clk root buf</td><td>sky130_fd_sc_hd__clkbuf_8</td></tr>
<tr><td>CTS H-Tree Depth</td><td>2</td></tr>
<tr><th colspan="2">Timing</th></tr>
<tr><td>Post-route worst hold slack</td><td>0.489 ns</td></tr>
<tr><td>Clock Skew</td><td>0.00480 ns</td></tr>
<tr><td>Total negative setup slack</td><td>0 ns</td></tr>
<tr><td>Worst Tran Pin Value</td><td>0.850 ns</td></tr>
<tr><td>Setup repair after global routing missed its margin</td><td>no</td></tr>
<tr><td>Count of unclocked register or latch pins</td><td>28</td></tr>
<tr><td>Endpoints left unconstrained</td><td>29</td></tr>
<tr><td>Fmax</td><td>445 MHz</td></tr>
<tr><td>Final Hold Violating Endpoints</td><td>0</td></tr>
<tr><td>Max Slew Vio Count</td><td>0</td></tr>
<tr><td>Max_slew headroom</td><td>0.434</td></tr>
<tr><td>Portion of the clock cycle consumed by the worst path in the final layout</td><td>0.401</td></tr>
<tr><td>Post-layout minimum cycle time</td><td>2.25 ns</td></tr>
<tr><td>Final tally of setup violations</td><td>0</td></tr>
<tr><th colspan="2">Cells and area</th></tr>
<tr><td>Share of post-route cells with drive strength above 1</td><td>0.109</td></tr>
<tr><td>Area added between synthesis and finish</td><td>8.83%</td></tr>
<tr><td>Layout Cells excl Fill</td><td>404</td></tr>
<tr><th colspan="2">Global route</th></tr>
<tr><td>Vias in the first global route</td><td>1886</td></tr>
<tr><td>Overall overflow remaining after global route</td><td>0</td></tr>
<tr><td>Global Route met2 Usage</td><td>0.169</td></tr>
<tr><td>Number of antenna violations at the first check in global routing</td><td>0</td></tr>
<tr><td>Met3 routing resource usage after global routing</td><td>0.0141</td></tr>
<tr><td>Wire length of the first global-routing pass</td><td>8710 µm</td></tr>
<tr><td>Combined global-route utilization of all metal layers</td><td>0.107</td></tr>
<tr><td>Layer with the highest usage</td><td>met2</td></tr>
<tr><td>Routing usage on met1</td><td>0.169</td></tr>
<tr><td>Maximum number of pins on one net before global-route repair</td><td>62</td></tr>
<tr><th colspan="2">Synthesis</th></tr>
<tr><td>Cells taking the most area after synthesis</td><td>sky130_fd_sc_hd__dfrtp_1, sky130_fd_sc_hd__dfstp_2, sky130_fd_sc_hd__xor2_1, sky130_fd_sc_hd__xnor2_1, sky130_fd_sc_hd__ha_1</td></tr>
<tr><td>Count of library flops with an enable pin</td><td>0</td></tr>
<tr><td>Sequential-to-total area share from yosys stat</td><td>0.521</td></tr>
<tr><td>Most used flip-flop cell after synthesis</td><td>sky130_fd_sc_hd__dfrtp_1</td></tr>
<tr><td>Yosys stat chip area</td><td>2950 µm²</td></tr>
<tr><td>Synth Area in Simple Gates</td><td>0.220</td></tr>
<tr><td>Cell count after synthesis</td><td>268</td></tr>
<tr><td>Share of async-settable or async-resettable flops after synthesis</td><td>1.00</td></tr>
<tr><td>Top logic family</td><td>simple AND/OR/NAND/NOR gates</td></tr>
<tr><td>Netlist area before placement</td><td>2950 µm²</td></tr>
<tr><td>Tally of yosys warning messages</td><td>3</td></tr>
<tr><td>Cell taking the most area after synthesis</td><td>sky130_fd_sc_hd__dfrtp_1</td></tr>
<tr><td>Post-synthesis adder-cell area fraction</td><td>0.0382</td></tr>
<tr><td>Tally of unique sky130hd cells used after synthesis</td><td>35</td></tr>
<tr><td>Synthesized-area fraction occupied by xor and xnor cells</td><td>0.113</td></tr>
<tr><td>Cell total in the yosys stat output</td><td>268</td></tr>
<tr><td>Mux cell area share</td><td>0.0238</td></tr>
<tr><td>Compound-cell area share of the yosys netlist</td><td>0.0531</td></tr>
<tr><td>Mean cell area of the mapped netlist</td><td>11.0 µm²</td></tr>
<tr><td>Number of synthesized register bits</td><td>61</td></tr>
<tr><td>Max-area cell share</td><td>0.458</td></tr>
<tr><th colspan="2">Critical path</th></tr>
<tr><td>Capturing point of the worst reg2reg path</td><td>Counter[26]$_DFF_PN0_</td></tr>
<tr><td>Count of cell instances traversed by the critical path</td><td>1</td></tr>
<tr><td>Worst Path Arrival</td><td>1.13 ns</td></tr>
<tr><td>Crit Path Class</td><td>reg2out</td></tr>
<tr><td>Worst reg-to-reg setup slack</td><td>3.71 ns</td></tr>
<tr><td>Endpoint of the most critical setup path</td><td>Clock</td></tr>
<tr><td>Worst-case reg-to-reg path depth</td><td>5</td></tr>
<tr><td>Critical path's top delay family</td><td>buffers and inverters</td></tr>
<tr><td>Peak fanout along the critical path</td><td>4</td></tr>
<tr><td>Crit path largest cell delay</td><td>0.47 ns</td></tr>
<tr><td>Cells along the critical path</td><td>clkdlybuf4s50_1</td></tr>
<tr><td>Crit path required time</td><td>4.48 ns</td></tr>
<tr><td>CP endpoint kind</td><td>output port</td></tr>
<tr><td>Launch instance of the worst register-to-register path</td><td>Counter[0]$_DFF_PN0_</td></tr>
<tr><td>Worst-path cell with the longest stage delay</td><td>sky130_fd_sc_hd__clkdlybuf4s50_1</td></tr>
<tr><td>Start point of the critical path</td><td>Clk_10ms$_DFFE_PN0N_</td></tr>
<tr><td>Count of buffering cells on the critical path with inverters included</td><td>1</td></tr>
<tr><td>Kind of start point of the critical path</td><td>flop</td></tr>
<tr><th colspan="2">Drt</th></tr>
<tr><td>Vias per cell</td><td>4.67</td></tr>
<tr><td>Number of DRC violations after detailed routing</td><td>0</td></tr>
<tr><td>Aggregate routed wire length</td><td>4760 µm</td></tr>
<tr><td>First-iteration detailed-routing DRC count</td><td>53</td></tr>
<tr><td>Drt pass-1 iters</td><td>4</td></tr>
<tr><td>Routed WL per cell</td><td>11.8 µm</td></tr>
<tr><td>Antenna Violating Nets Remaining</td><td>0</td></tr>
<tr><td>Via count</td><td>1886</td></tr>
<tr><td>Ant diodes</td><td>0</td></tr>
<tr><th colspan="2">Hold path</th></tr>
<tr><td>Worst Hold Path Cells</td><td>1</td></tr>
<tr><td>Worst hold path type</td><td>reg2reg</td></tr>
<tr><td>Launch point of the worst hold path</td><td>Counter[31]$_DFF_PN0_</td></tr>
<tr><th colspan="2">Job</th></tr>
<tr><td>Tool Warnings</td><td>30</td></tr>
<tr><td>Number of max-capacitance violations reported</td><td>0</td></tr>
<tr><th colspan="2">Floorplanning</th></tr>
<tr><td>Fraction of the core area occupied by cells at floorplan</td><td>0.315</td></tr>
<tr><td>I/O pin count</td><td>6</td></tr>
<tr><td>Total Die Area</td><td>10200 µm²</td></tr>
<tr><td>Core Footprint</td><td>9370 µm²</td></tr>
<tr><td>Die extent in y</td><td>101 µm</td></tr>
<tr><td>Horiz. Die Dim</td><td>101 µm</td></tr>
<tr><td>Count of standard-cell rows</td><td>35</td></tr>
<tr><th colspan="2">Run status</th></tr>
<tr><td>Result of the run</td><td>finished clean</td></tr>
</table>
==> worst register-to-register path: cells and delay by family (launching register included) <==
kind / cells / cell delay, ns
XOR/XNOR: 1 / 0.16
adder cells (fa/ha/maj): 1 / 0.23
flip-flops: 1 / 0.41
AND/OR/NAND/NOR: 3 / 1.02
==> power by group through the flow <==
stage	combinational, µW	sequential, µW	clock (µW)
CTS	14.0	239	181
global route	15.5	238	190
finish	13.1	239	173
==> how the worst min path moves through the flow <==
stage	endpoint	slack (ns)
4_1_cts	Counter[31]$_DFF_PN0_	0.49
5_1_grt	Counter[31]$_DFF_PN0_	0.50
6_report	Counter[31]$_DFF_PN0_	0.49
==> through the flow <==
step            util  worst slack (ns)  area [µm²]
2_1_floorplan      -              3.85        2950
3_3_place_gp   0.333              3.66        3120
3_5_place_dp   0.333              3.65        3120
4_1_cts        0.342              3.33        3210
5_1_grt        0.342              3.29        3210
6_report       0.342              3.35        3210
==> cell usage in the layout, fill, tap and decap left out, drive strengths merged, types with 5 or more instances in the layout <==
cell     n
dfrtp   54
nor2    27
xor2    20
xnor2   18
nand2   16
nor4    15
nand3   13
inv     12
nand4   11
ha       9
nor3     8
dfstp    7
and3     7
a21oi    7
mux2i    7
nor2b    7
a211o    7
clkbuf   5
==> cell type report <==
class	instances	area, µm²
Fill cell	945	6160
Tap cell	129	161
Multi-Input combinational cell	187	1320
Timing Repair Buffer	7	60.1
Sequential cell	61	1540
Clock buffer	5	68.8
Inverter	12	45.0
Clock inverter	3	17.5
==> synth_stat cells (2+ instances only) <==
| cell type | count |
|---|---|
| sky130_fd_sc_hd__a21oi_1 | 7 |
| sky130_fd_sc_hd__dfstp_2 | 7 |
| sky130_fd_sc_hd__a211oi_1 | 3 |
| sky130_fd_sc_hd__or3_1 | 2 |
| sky130_fd_sc_hd__nor2b_1 | 7 |
| sky130_fd_sc_hd__mux2i_1 | 7 |
| sky130_fd_sc_hd__and3_1 | 7 |
| sky130_fd_sc_hd__dfrtp_1 | 54 |
| sky130_fd_sc_hd__and4_1 | 2 |
| sky130_fd_sc_hd__a211o_1 | 7 |
| sky130_fd_sc_hd__nor2_1 | 27 |
| sky130_fd_sc_hd__nand2_1 | 16 |
| sky130_fd_sc_hd__nor4_2 | 7 |
| sky130_fd_sc_hd__buf_2 | 2 |
| sky130_fd_sc_hd__clkbuf_1 | 4 |
| sky130_fd_sc_hd__nor4_1 | 8 |
| sky130_fd_sc_hd__xor2_1 | 20 |
| sky130_fd_sc_hd__nor3_1 | 7 |
| sky130_fd_sc_hd__xnor2_1 | 18 |
| sky130_fd_sc_hd__nand3_2 | 3 |
| sky130_fd_sc_hd__nand4_1 | 10 |
| sky130_fd_sc_hd__nand3_1 | 10 |
| sky130_fd_sc_hd__inv_1 | 12 |
| sky130_fd_sc_hd__ha_1 | 9 |
| sky130_fd_sc_hd__buf_6 | 2 |
==> cell families (layout without fill, tap and decap cells) <==
logic type / Yosys count / count (layout)
buffers and inverters: 20 / 27
XOR/XNOR: 38 / 38
AND/OR/NAND/NOR: 111 / 111
multiplexers: 7 / 7
flip-flops: 61 / 61
AND-OR/OR-AND: 22 / 22
adder cells (fa/ha/maj): 9 / 9
==> layer usage <==
metal / routed length [µm] / part of all wire
met1: 2500 / 0.53
met2: 2160 / 0.45
met3: 88 / 0.018
met4: 13 / 0.0027
met5: 0 / 0
==> registers in the layout, indices dropped and copies added, names as in the netlist <==
| register | cells |
|---|---|
| ScrambEn | 1 |
| StateCnt256 | 8 |
| DataIn | 1 |
| U1.regarr | 15 |
| FrameStart | 1 |
| FrameCnt4 | 2 |
| Counter | 32 |
| Clk_10ms | 1 |
Power and IR drop assume default switching activity.
