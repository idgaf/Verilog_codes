<file path="flow/design.v">
module FramesyncFSM(clk,rst,DataIn,DataOut,DataOutEn,State,inter,S);
	input wire clk,rst,DataIn;
	output reg DataOut,DataOutEn;
	output reg [1:0]State;
	output wire S;
	output  reg inter;
	reg [1:0]MissCount;
	reg [1:0]RecCount;
	reg [7:0]count;
	reg CountEn;
	Probe u0(DataIn,S,clk);
	initial 
	begin
	State<=2'd0;
	MissCount<=2'd0; count<=8'd0; RecCount<=2'd0; 
	end
	always@(posedge clk)
	begin
		if(count==8'b1111_1111) begin inter<=1;count<=0;end
		else
		begin
			inter<=0;
			if(CountEn==1) count<=count+1;
			else count<=8'b0000_0000;
		end
		if(rst==0)count<=8'd0;
	end
	always@(negedge clk)
	begin
			if(rst==0) begin State<=2'd0; MissCount<=2'd0;  RecCount<=2'd0; end
	  		case(State)
			2'b00:	
			begin
				if(S==1) begin State<=2'b01;CountEn<=1; end
				DataOutEn<=0;
			end
			2'b01:
			begin
				if(inter==1&&S==1) 
				begin 
					if(RecCount==2'd1) begin State<=2'b10; RecCount<=2'd0; end
					else RecCount<=RecCount+1;
				end
				else if(inter==1&&S==0)begin  State<=2'b00;DataOutEn<=1;RecCount<=0; CountEn<=0;end
				DataOutEn<=0;
			end
			2'b10:
			begin
				if(inter==1&&S==0) State<=2'b11;
				if(count<8'd247)
				begin
					DataOutEn<=1;
					DataOut<=DataIn;
				end
				else DataOutEn<=0;
			end
			2'b11:
			begin
				if(inter==1&&S==1) State<=2'b10; 
				else if(inter==1&&S==0) 
				begin 
					if(MissCount==2'd2) begin State<=2'b00; MissCount<=2'd0;CountEn<=0;end
					else MissCount<=MissCount+1;
				end
				DataOutEn<=0;
			end
			endcase
	end
endmodule
module Probe(D,S,clk);
  input wire D,clk;
  output reg S;
  reg [7:0]temp;
  initial 
  begin
  S<=0;
  temp<=8'd0;
  end
  always@(posedge clk)
  begin
    temp[6]<=temp[5];
    temp[5]<=temp[4];
    temp[4]<=temp[3];
    temp[3]<=temp[2];
    temp[2]<=temp[1];
    temp[1]<=temp[0];
    temp[0]<=D;
    if(temp==7'b1001101&&D==1) S<=1;
    else S<=0;
  end
endmodule
</file>
<file path="flow/run.sh">
#!/bin/bash
# OpenROAD 26Q1-2900-gdf79404cd8, Yosys 0.63+post, stock flow scripts
make -C /OpenROAD-flow-scripts/flow DESIGN_CONFIG=/design/flow/config.mk WORK_HOME=/design/flow/orfs finish
</file>
<file path="flow/config.mk">
export PLATFORM = sky130hd
export DESIGN_NAME = FramesyncFSM
export DESIGN_NICKNAME = FramesyncFSM
export VERILOG_FILES = /design/flow/design.v
export SDC_FILE = /design/flow/constraint.sdc
export NUM_CORES = 4
export LEC_CHECK = 1
export CORE_AREA = 10 10 107 107
export DIE_AREA = 0 0 117 117
</file>
<file path="flow/constraint.sdc">
current_design FramesyncFSM

set clk_period 1.6
set clk_io_pct 0.2

create_clock -name clk0 -period $clk_period [get_ports {clk}]

set non_clock_inputs [all_inputs -no_clocks]
set_input_delay [expr $clk_period * $clk_io_pct] -clock clk0 $non_clock_inputs
set_output_delay [expr $clk_period * $clk_io_pct] -clock clk0 [all_outputs]
</file>
==> flow_metrics.py <==
# Synthesis and PnR figures
metrics = {
    "run_status": {
        "status": "finished with violations",
        "violations": "negative setup slack",
    },
    "drt": {
        "dr.pass1.iters": 4,
        "antennaDiodeCount": 0,
        "wl_microns": 2130,
        "vias": 789,
        "ant_nets": 0,
        "drt-vias-per-instance": 3.22,
        "post-route-drc-count": 0,
        "wire_per_inst_microns": 8.68,
        "drt-initial-drc-count": 43,
    },
    "final_layout": {
        "drive_above_1_share": 0.418,
        "syn2layout_area_growth_pct": 50.8,
    },
    "timing": {
        "fin_tns_setup_ps": -3160,
        "drv_slew": 0,
        "hold_viol_final": 0,
        "slew_headroom": 0.835,
        "fin_ws_ps": -363,
        "setup_viol": 19,
        "worstMarginPinSlew_ps": 246,
        "rsz0062_at_grt": "yes",
        "finalClockSkew_ps": 72.5,
    },
    "clocking": {
        "cts_num_sinks": 26,
        "clock_path_buffers": 2,
        "cts_max_level": 1,
        "cts_tree": "done",
        "clock_tree.root_cell": "clkbuf_8",
        "clk_latency_ps": 340,
        "postCtsHoldBufs": 0,
        "path_clk_slew_ps": 90,
        "cts_inserted_buffers": 3,
    },
    "yosys": {
        "yosys-stat-cells": 95,
        "synth.largest_area_cell": "dfxtp_1",
        "syn_area_sq_um": 997,
        "xor_area_frac": 0.0263,
        "mux_area_frac": 0.0100,
        "most_common_cell": "dfxtp_1",
        "ys_top_cells_by_area": "dfxtp_1, edfxtp_1, buf_6",
        "synth-async-reset-ratio": 0,
        "edf_count": 2,
        "ff_type": "dfxtp_1",
        "synth_cell_types": 33,
        "ys_seq_elements": 26,
        "synth.top_cells.by_count": "dfxtp_1, nor2_1",
        "yosys_warnings": 2,
        "seq_area_frac_synth": 0.542,
        "ys_top_logic_family": "simple AND/OR/NAND/NOR gates",
        "syn_inst": 95,
        "ys_chip_area_sq_um": 997,
        "syn_area_per_cell_sq_um": 10.5,
        "ys_sh_adder": 0.0125,
        "top_area_frac": 0.482,
        "synth-compound-area-share": 0.149,
        "synthSimpleGateAreaFrac": 0.207,
    },
    "die": {
        "core_area_sq_um": 9200,
        "die_h_microns": 117,
        "row_count": 35,
        "die_width_microns": 117,
        "fp_util": 0.108,
        "die_area_sq_um": 13700,
        "io_pins": 9,
    },
    "placement": {
        "dpl.hpwl_microns": 1570,
        "place.gp.congestion": 0.782,
        "port-buffer-count": 8,
        "pre_cts_slack_ps": -525,
    },
    "setup_path": {
        "required_ps": 1280,
        "critical_path.top_delay_family": "flip-flops",
        "cpMaxStageDelayCell": "edfxtp_1",
        "cpPeakStageDelay_ps": 380,
        "critPathKind": "register to output pin",
        "startpoint_type": "register",
        "cp_max_fo": 1,
        "worstPathArrival_ps": 1640,
        "path_buffers": 1,
        "critPathCaptureType": "output pin",
        "crit_chain": "buf_2",
    },
    "worst_hold_path": {
        "hold_path.class": "register to register",
    },
    "flow_run": {
        "maxCapViolCount": 0,
        "warning_count": 37,
    },
    "global_routing": {
        "grt_pass1_wl_microns": 3660,
        "first_global_vias": 758,
        "antenna_found_initial": 0,
        "grt_use_total": 0.0334,
        "grt_max_degree": 16,
        "gr-total-overflow": 0,
    },
    "pwr": {
        "vdd_drop_max_mv": 0.384,
        "p_per_area_nw_per_um2": 756,
        "power.leakage_nw": 0.576,
    },
}
==> area by class of cell <==
| cell class | count | area [sq um] |
|---|---|---|
| Fill cell | 1019 | 7690 |
| Sequential cell | 26 | 557 |
| Multi-Input combinational cell | 61 | 479 |
| Timing Repair Buffer | 30 | 235 |
| Tap cell | 111 | 139 |
| Clock buffer | 3 | 41.3 |
| Clock inverter | 10 | 37.5 |
| Inverter | 4 | 15.0 |
==> timing repair <==
item,in CTS,in global routing
resized,31,5
setup buffers,2,1
pin swaps,3,4
endpoints found under the setup margin,20,22
cloned,0,0
==> per-layer routing <==
metal  global-route usage  wire [microns]
met5                    0               0
met4             0.000824               0
met3               0.0139             127
met2               0.0510             888
met1               0.0458            1110
==> cell usage in the layout, fill, tap and decap left out, types with 2 or more instances in the layout <==
cell	n
nand3b_1	2
or3_1	2
dfxtp_2	10
a21oi_1	2
dfxtp_1	13
nand4b_1	2
clkbuf_8	3
buf_4	19
inv_1	13
a21oi_2	2
nand3_1	5
o31ai_1	2
nand4_1	2
o211a_1	2
buf_2	4
buf_6	3
o21ai_0	4
xnor2_1	2
nor2_1	6
nand2b_1	2
nor2b_1	2
nand2_1	2
edfxtp_1	2
clkdlybuf4s50_1	3
==> final timing paths <==
check | endpoint | startpoint | slack (ps) | depth (start not counted)
min reg2reg | u0.temp[2] | u0.temp[1] | 350 | 0
max reg2reg | RecCount[1] | inter | -250 | 3
min | u0.temp[2] | u0.temp[1] | 350 | 0
max | DataOut | DataOut | -360 | 1
==> per-stage QoR <==
stage | utilization | hold WS, ps | total power [mW] | cells | instance area [sq um]
after floorplan | - | 322 | 0.723 | 95 | 1030
after global placement | 0.147 | 327 | 0.735 | 230 | 1360
after detailed placement | 0.147 | 331 | 0.736 | 230 | 1360
after CTS | 0.160 | 349 | 1.15 | 244 | 1470
after global routing | 0.164 | 357 | 1.21 | 245 | 1500
final | 0.164 | 348 | 1.14 | 245 | 1500
==> sequential cells by signal, summed over array words and instances (netlist names) <==
signal / cells
CountEn: 1
DataOut: 1
DataOutEn: 1
MissCount: 2
RecCount: 2
State: 2
count: 8
inter: 1
u0.S: 1
u0.temp: 7
==> report_power, final <==
part	switching, mW	leakage [nW]	internal [mW]
Combinational	0.00801	0.283	0.00942
Clock	0.250	0.0711	0.201
Sequential	0.00395	0.222	0.664
==> cells by family after synthesis <==
group                      count (synthesis)
adders and majority gates                  1
DFF                                       26
muxes                                      1
xor gates and xnor gates                   3
buffers and inverters                      8
AOI/OAI and AO/OA                         22
and+or+nand+nor                           34
Power figures rest on the tool's default switching activity, not on a simulated workload.
